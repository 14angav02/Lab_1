<file path="/design/flow/design.v">
module reg_file
(
    input         clk,
    input  [ 4:0] a0,
    input  [ 4:0] a1,
    input  [ 4:0] a2,
    input  [ 4:0] a3,
    output [31:0] rd0,
    output [31:0] rd1,
    output [31:0] rd2,
    input  [31:0] wd3,
    input         we3,
    input   [31:0]  vcu_reg_rdata      
);
    reg [31:0] rf [31:0];
    assign rd0 = (a0 != 0) ? rf [a0] : 32'b0;
    assign rd1 = (a1 != 0) ? rf [a1] : 32'b0;
    assign rd2 = (a2 != 0) ? rf [a2] : 32'b0;
    always @ (posedge clk) begin
        if( a3!=5'b11110 )
            if(we3) rf [a3] <= wd3;
        rf[5'b11110] <= vcu_reg_rdata;
    end
endmodule
</file>
<file path="/design/flow/config.mk">
export PLATFORM = sky130hd
export DESIGN_NAME = reg_file
export DESIGN_NICKNAME = reg_file
export VERILOG_FILES = /design/flow/design.v
export SDC_FILE = /design/flow/constraint.sdc
export NUM_CORES = 4
export LEC_CHECK = 1
export CORE_UTILIZATION = 40
</file>
<file path="/design/flow/run.sh">
#!/bin/bash
# OpenROAD 26Q1-2900-gdf79404cd8, Yosys 0.63+post, stock flow scripts
make -C /OpenROAD-flow-scripts/flow DESIGN_CONFIG=/design/flow/config.mk WORK_HOME=/design/flow/orfs finish
</file>
<file path="/design/flow/constraint.sdc">
current_design reg_file

set clk_period 7.0
set clk_io_pct 0.2

create_clock -name clk0 -period $clk_period [get_ports {clk}]

set non_clock_inputs [all_inputs -no_clocks]
set_input_delay [expr $clk_period * $clk_io_pct] -clock clk0 $non_clock_inputs
set_output_delay [expr $clk_period * $clk_io_pct] -clock clk0 [all_outputs]
</file>
==> flow_metrics.env <==
# flow metrics
export IMPL_status="finished clean"
export IMPL_die_w_um=376
export IMPL_ys_sh_simple=0.0240
export IMPL_maxCapViolCount=0
export IMPL_peakVddDrop_mv=0.211
export IMPL_critPathLaunch="a1[3]"
export IMPL_slowest_stage="a311oi_1"
export IMPL_worstMarginPinSlew_ns=1.09
export IMPL_synth_main_ff_cell="edfxtp_1"
export IMPL_post_place_ws_ns=0.446
export IMPL_lay_top_count="edfxtp_1"
export IMPL_cp_data_required_time_ns=5.60
export IMPL_tritoncts="done"
export IMPL_postCtsSetupRepairBufs=0
export IMPL_drt_first_pass_iters=7
export IMPL_wirelength_mm=203
export IMPL_io_pins=182
export IMPL_fin_crit_ns=6.83
export IMPL_yosys_area_share_aoi=0.0774
export IMPL_ys_sh_mux=0.322
export IMPL_warning_count=26
export IMPL_dp_hpwl_mm=123
export IMPL_yosysChipArea_um2=55800
export IMPL_cts_resized=0
export IMPL_dr_total_vias=36018
export IMPL_hold_buffers=0
export IMPL_cp_slowest_stage_delay_ns=0.85
export IMPL_grt_overflow=0
export IMPL_worst_path_buf_inv=4
export IMPL_logic_family="multiplexers"
export IMPL_die_height_um=376
export IMPL_yosysWarnings=1
export IMPL_ys_types=36
export IMPL_top_regs="rf: 1024 flops"
export IMPL_clock_sinks=1024
export IMPL_p_leak_nw=20.4
export IMPL_maxSlewHeadroom=0.266
export IMPL_end_kind="output pin"
export IMPL_cp_data_arrival_time_ns=5.43
export IMPL_grt_max_degree=77
export IMPL_drtAntennaViolNets=0
export IMPL_drcViolationCount=0
export IMPL_io_buffers=181
export IMPL_ys_ff=1024
export IMPL_crit_chain="buf_2 -> or2_2 -> or4_4 -> buf_4 -> o21ai_0 -> a311oi_1 -> buf_4 -> clkdlybuf4s50_1"
export IMPL_cellPowerDensity_nw_per_um2=226
export IMPL_setup_tns_ns=0
export IMPL_final_cell_mix="edfxtp_1 (992), mux4_2 (553), mux2i_1 (384)"
export IMPL_via_per_inst=6.75
export IMPL_period_used=0.975
export IMPL_adder_share=0
export IMPL_synth_area_um2=55800
export IMPL_yosys_cells=3228
export IMPL_min_path_type="primary input to flip-flop"
export IMPL_start_kind="primary input"
export IMPL_cts_buffers=110
export IMPL_cts_root_buf="clkbuf_16"
export IMPL_largest_register_ffs=1024
export IMPL_grt_pass1_vias=39826
export IMPL_wl_per_cell_um=38.1
export IMPL_core_area_um2=138000
export IMPL_fp_util=0.405
export IMPL_final_hold_violation_count=0
export IMPL_path_common_cell="buf_4"
export IMPL_synth_async_reset_ratio=0
export IMPL_gp_congestion=0.936
export IMPL_slew_violations=0
export IMPL_clk_path_buf_depth=3
export IMPL_regMostFlops="rf"
export IMPL_track_usage=0.315
export IMPL_worstHoldStart="vcu_reg_rdata[6]"
export IMPL_worstSetupPathType="primary input to output pin"
export IMPL_rsz0062_at_grt="no"
export IMPL_syn_area_per_cell_um2=17.3
export IMPL_rows=136
export IMPL_drive_above_1_share=0.316
export IMPL_cts_htree_levels=3
export IMPL_drt_first_iter_violations=2413
export IMPL_area_delta_synth_final_pct=13.9
export IMPL_dieArea_um2=141000
export IMPL_setup_viol=0
export IMPL_fillers=11500
export IMPL_cts_clk_slew_worst_paths_ns=0.06
export IMPL_grt_pass1_wl_mm=286
export IMPL_combGateArea_um2=24000
export IMPL_cp_top_family="buffers and inverters"
export IMPL_cp_max_fo=27
export IMPL_fmax_mhz=146
export IMPL_antenna_found_initial=4
export IMPL_setup_slack_ns=0.173
export IMPL_final_seq_area_um2=30400
export IMPL_ys_sh_xor=0
export IMPL_ys_seq_share=0.545
export IMPL_syn_inst=3228
export IMPL_edf_count=992
## cell families (layout without fill, tap and decap cells)
family	Yosys count	after routing
multiplexers	1056	1056
flip-flops	1024	1024
AND-OR/OR-AND	560	560
buffers and inverters	323	564
AND/OR/NAND/NOR	265	265
other	0	3
## per-stage QoR
stage	total power [W]	instance area, um^2	util	cells	hold slack, ns
floorplan	0.00799	55800	-	3228	1.43
finish	0.0144	63600	0.461	5335	1.09
detailed placement	0.00880	60100	0.436	5130	1.85
CTS	0.0144	63600	0.461	5332	1.05
global route	0.0148	63600	0.461	5332	1.09
global placement	0.00880	60100	0.436	5130	1.85
## where the power goes
| part | switching, W | internal [W] |
|---|---|---|
| Clock | 0.00248 | 0.00322 |
| Combinational | 0.00104 | 0.000796 |
| Sequential | 0.0000559 | 0.00680 |
| Total | 0.00358 | 0.0108 |
## final timing paths
kind,end,cells after the start
setup / recovery,rd1[2],8
hold / removal,rf[30][6],1
## metal layers
| metal | global-route usage | routed length [um] | vias to the layer above |
|---|---|---|---|
| met2 | 0.437 | 89800 | 3135 |
| met1 | 0.340 | 60700 | 17985 |
| li1 | - | - | 14396 |
| met3 | 0.287 | 43100 | 481 |
| met4 | 0.111 | 9340 | 21 |
| met5 | 0.0319 | 483 | - |
## cells in the mapped netlist (3+ instances only)
| cell type | count | area [um^2] |
|---|---|---|
| a211oi_1 | 96 | 721 |
| a21oi_1 | 32 | 160 |
| a221oi_1 | 48 | 420 |
| a221oi_2 | 32 | 480 |
| a22oi_1 | 96 | 721 |
| a311oi_1 | 64 | 561 |
| and2_1 | 3 | 18.8 |
| buf_2 | 104 | 521 |
| buf_4 | 83 | 623 |
| buf_6 | 14 | 158 |
| clkbuf_1 | 116 | 435 |
| clkbuf_4 | 3 | 22.5 |
| dfxtp_1 | 32 | 641 |
| edfxtp_1 | 992 | 29800 |
| inv_1 | 3 | 11.3 |
| mux2_2 | 96 | 1080 |
| mux2i_1 | 384 | 3840 |
| mux4_1 | 23 | 604 |
| mux4_2 | 553 | 12500 |
| nand2_1 | 97 | 364 |
| nand3b_1 | 6 | 45.0 |
| nand4_1 | 32 | 200 |
| nor2_1 | 40 | 150 |
| nor2b_1 | 71 | 444 |
| o2111ai_1 | 16 | 140 |
| o21ai_0 | 103 | 515 |
| o21ai_1 | 9 | 45.0 |
| o221ai_1 | 64 | 561 |
| or3b_2 | 4 | 35.0 |
## area by class of cell
cell class / instances / area share
clock buffers: 150 / 0.0480
clock inverters: 52 / 0.00659
multi-input cells: 1881 / 0.377
flip-flops and latches: 1024 / 0.478
diodes: 3 / 0.000118
repair buffers: 359 / 0.0531
well taps: 1863 / 0.0366
inverters: 3 / 0.000256
No activity file was given, so power comes from the tool's default toggle rates.
