### /design/flow/run.sh
#!/bin/bash
# OpenROAD 26Q1-2900-gdf79404cd8, Yosys 0.63+post, stock flow scripts
make -C /OpenROAD-flow-scripts/flow DESIGN_CONFIG=/design/flow/config.mk WORK_HOME=/design/flow/orfs finish
### /design/flow/config.mk
export PLATFORM = sky130hd
export DESIGN_NAME = ALU
export DESIGN_NICKNAME = ALU
export VERILOG_FILES = /design/flow/design.v
export SDC_FILE = /design/flow/constraint.sdc
export NUM_CORES = 4
export LEC_CHECK = 1
export CORE_UTILIZATION = 40
### /design/flow/constraint.sdc
current_design ALU

set clk_period 14.2
set clk_io_pct 0.2

create_clock -name clk0 -period $clk_period

set non_clock_inputs [all_inputs -no_clocks]
set_input_delay [expr $clk_period * $clk_io_pct] -clock clk0 $non_clock_inputs
set_output_delay [expr $clk_period * $clk_io_pct] -clock clk0 [all_outputs]
### /design/flow/design.v
module ALU
(
    input  [31:0] srcA,
    input  [31:0] srcB,
    input  [ 3:0] oper,
    output        zero,
    output        less_then_zero,
    output reg [31:0] result
);
    always @ (*) begin
        case (oper)
            default   : result =   srcA + srcB;
            4'b0000  : result =   srcA + srcB;
            4'b0001   : result =   srcA | srcB;
            4'b0010  : result = ~(srcA | srcB);
            4'b0011  : result =   srcA >> srcB [4:0];
            4'b0100  : result =   srcA << srcB [4:0];
            4'b0101  : result =  (srcA < srcB) ? 1 : 0;
            4'b0110  : result =   srcA - srcB;
            4'b0111  : result =   srcA >>> srcB[4:0];
            4'b1000  : result =   srcA ^ srcB;
            4'b1001  : result =   srcA & srcB;
        endcase
    end
    assign zero   = (result == 0);
	 assign less_then_zero   = result[31];
endmodule
==> run notes <==
impl run done, here's what came out: max-cap viol count=0, fin crit period=11.66 ns, Layout area overhead=12.6%, cts hold-fix bufs=0, # diodes=0, post-layout util=46.5%, cells along the critical path=buf_2, buf_4, clkinv_1, ha_1, o21bai_1, a2111oi_2, nor4bb_1, nor3_1, xnor2_1, a2111oi_0, or4b_1, nor4_1, nand4bb_1, or4_1, nor4_2, clkdlybuf4s50_1, chip area line of the yosys report=9430 um2, Basic Gates by Area=21.3%, TritonRoute pass-1 iters=8, Design Area, Final=10,600 um2, outcome=finished, final reports clean, Mux area share=21.0%, chip width=156 um, Post-Synth Adder-Cell Area=13.4%, largest net degree at the start of global routing=63, Max VDD drop=23.7 uV, CTS resizes=0, dpl hpwl=37,900 um, layout cells sized above 1=10.9%, Fmax=0.0858 GHz, count of tool warnings=98, Dominant comb cell=AND-OR/OR-AND gates, DR iter-0 viols=1,323, vias=11,400, Arr. time, crit path=8.82 ns, # setup viols final=0, Initial Utilization=41.3%, unrepaired setup endpoints after global routing=no, routed len/inst=28.7 um, final hold vios=0, I/O pins=102, post-synth cell types=90, Crit path largest cell delay=0.64 ns, synthesized instance count=1,321, final RePlAce weighted congestion=1.10, Routed Antenna Nets=0, sequential cell area=0 um2, port bufs=102, Synth Seq Share=0%, flop count=0, Via density=6.82, critical path's slowest cell=ha_1, Final Hold Slack=6.97 ns, pwr/cell area=44.2 nW/um2, max-slew violations=0, cell area after synthesis=9430 um2, hold crit path type=in2out, initial antenna violation count=0, first-pass GRT wire length=70,800 um, WP data required=11.36 ns, buffer and inverter count on the worst path=4, post-layout period usage=82.1%, chip height=156 um, critical path startpoint category=input port, GRT Overall Usage=40.6%, XORs/XNORs by Area=1.11%, core area=22,800 um2, Layout Cells excl Fill=1,666, compound-gate portion of the synthesized area=33.8%, leakage=4.26 nW, vias in the first global route=10,500, postcts setup bufs=0, Site Rows=55, fin worst setup slack=2.54 ns, CP top delay family=simple AND/OR/NAND/NOR gates, CP Max Fanout=62, total power draw=0.470 mW, relative slew slack=24.2%, final WL=47,800 um, yosys stat cell total=1,321, Setup crit start=srcB[2], pre-CTS setup slack=2.68 ns, setup TNS=0 ns, Critical Path End Type=output pin, Worst-Margin Slew=1.11 ns, critical path type=in2out, syn avg cell area=7.14 um2, die area=24,200 um2, Hold Crit Start=oper[3], clock buf count=0, GRT overflow=0, drt drc=0, placement-stage cell area=10,600 um2, dpl cells=1,666, Warnings, synthesis=1
final timing paths:
path / depth (start not counted) / endpoint / slack (ns)
setup / recovery: 16 / zero / 2.54
hold / removal: 6 / result[0] / 6.97
synth_stat cells (22+ instances only):
cell / count / area share, %
nor3_1: 30 / 1.6
clkbuf_1: 65 / 2.6
o21ai_0: 69 / 3.7
a22oi_1: 26 / 2.1
a21oi_1: 88 / 4.7
nand2b_1: 23 / 1.5
mux4_2: 46 / 11
nor2_1: 117 / 4.7
inv_1: 100 / 4.0
o22ai_1: 25 / 1.7
nand3_1: 22 / 1.2
ha_1: 98 / 13
nand2_1: 124 / 4.9
mux2_2: 24 / 2.9
mux2i_1: 60 / 6.4
final cells by class:
cell class	instances	area, um2
multi-input cells	1110	8560
well taps	313	392
inverters	103	387
repair buffers	140	1280
fillers	2339	12200
routing by layer:
layer | share of wire [%] | track usage [%] | routed length, um | up-vias
met5 | 0 | 0 | 0 | -
met2 | 44 | 61.4 | 21100 | 746
met1 | 42 | 58.4 | 19900 | 5417
met4 | 3.8 | 12.4 | 1840 | 0
met3 | 10 | 8.68 | 5000 | 113
li1 | - | - | - | 5085
tightest hold or removal path, stage by stage:
cell and delay [ns]:
buf_2 0.49, nor4b_1 0.12, o21ai_0 0.07, o2bb2ai_1 0.11, a31oi_1 0.06, clkdlybuf4s50_1 0.41
power by group:
group | switching (mW) | internal (mW)
logic | 0.281 | 0.189
clock network | 0 | 0
registers | 0 | 0
cell usage in the layout, fill, tap and decap left out, types with 14 or more instances in the layout:
master           instances
a211oi_1                20
a21oi_1                 87
a221oi_1                18
a22oi_1                 26
a31oi_1                 14
buf_4                   39
clkdlybuf4s50_1         96
ha_1                    98
inv_1                  100
mux2_2                  24
mux2i_1                 60
mux4_2                  46
nand2_1                124
nand2b_1                23
nand3_1                 22
nor2_1                 117
nor2b_1                 21
nor3_1                  30
o211ai_1                18
o21ai_0                 69
o22ai_1                 25
cells by family (layout without fill, tap and decap cells):
logic type               after synthesis  in the layout
buffers and inverters                211            243
XOR/XNOR                              12             12
AND/OR/NAND/NOR                      416            416
adder cells (fa/ha/maj)              100            100
AND-OR/OR-AND                        448            448
multiplexers                         134            134
Power and IR drop assume default switching activity.
